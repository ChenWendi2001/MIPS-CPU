==> flow/design.v <==
`timescale 1ns / 1ps
module zerotest(
        input Branch,
        input BranchNot,
        input [31:0] readData1,
        input [31:0] readData2,
        input [31:0] aluOut,
        input [4:0] rsAddr,
        input [4:0] rtAddr,
        input [4:0] forAddr,
        output zero
    );
    assign zero = (Branch?
    ((forAddr==rsAddr)?((aluOut==readData2) ? (BranchNot?0:1) : (BranchNot?1:0)):((forAddr==rtAddr)?((readData1==aluOut) ? (BranchNot?0:1) : (BranchNot?1:0)):((readData1==readData2) ? (BranchNot?0:1) : (BranchNot?1:0))))
    :0);
endmodule
==> flow/run.sh <==
#!/bin/bash
# OpenROAD 26Q1-2900-gdf79404cd8, Yosys 0.63+post, stock flow scripts
make -C /OpenROAD-flow-scripts/flow DESIGN_CONFIG=/design/flow/config.mk WORK_HOME=/design/flow/orfs finish
==> flow/config.mk <==
export PLATFORM = sky130hd
export DESIGN_NAME = zerotest
export DESIGN_NICKNAME = zerotest
export VERILOG_FILES = /design/flow/design.v
export SDC_FILE = /design/flow/constraint.sdc
export NUM_CORES = 4
export LEC_CHECK = 1
export CORE_AREA = 10 10 105 105
export DIE_AREA = 0 0 115 115
==> flow/constraint.sdc <==
current_design zerotest

set clk_period 3.2
set clk_io_pct 0.2

create_clock -name clk0 -period $clk_period

set non_clock_inputs [all_inputs -no_clocks]
set_input_delay [expr $clk_period * $clk_io_pct] -clock clk0 $non_clock_inputs
set_output_delay [expr $clk_period * $clk_io_pct] -clock clk0 [all_outputs]
==> impl_metrics.csv <==
group,metric,value,unit
synthesis,syn_inst,146,
placement,port_buffers,114,
cells_and_area,n_clock_buffer,0,
worst_hold_path,hold_path.class,"in2out",
setup_path,crit_type,"in2out",
run,warning_count,32,
sta,max_freq,0.326,GHz
cells_and_area,drive_above_1_share,0.292,
clock_network,postCtsSetupRepairBufs,0,
drt,wl_per_cell,15.2,um
setup_path,critPathMaxStageDelay,0.41,ns
sta,maxSlewHeadroom,0.775,
global_routing,grt_antenna_before_repair,1,
setup_path,crit_required,2.56,ns
drt,ant_nets,0,
global_routing,grt_pass1_vias,1852,
placement,dp_cells,426,
global_routing,grt_max_degree,4,
synthesis,ys_area,1180,um2
floorplan,rows,34,
synthesis,synth-seq-area-share,0,
drt,wirelength,6480,um
setup_path,cp_cell_sequence,"clkdlybuf4s50_1 -> xor2_1 -> nor3_1 -> nand3_1 -> nor4b_4 -> or4_1 -> and3_1 -> clkbuf_2",
setup_path,end_kind,"output pin",
synthesis,synth.distinct_cells,11,
floorplan,chipArea,13200,um2
cells_and_area,seq_area,0,um2
sta,setup_viol,0,
floorplan,fp_util,0.135,
global_routing,grt_pass1_wl,9540,um
placement,dp_hpwl,6050,um
status,status,"completed",
cells_and_area,nFillCells,895,
drt,drtIter0Drc,36,
run,maxCapViolCount,0,
global_routing,grt_overflow,0,
setup_path,slowest_stage,"clkdlybuf4s50_1",
pwr,ir_drop,49.5,uV
floorplan,num_io_pins,114,
sta,final-hold-violation-count,0,
setup_path,cp-start-kind,"input pin",
placement,routabilityCongestion,0.843,
cells_and_area,nFlopsAndLatches,0,
global_routing,track_usage,0.0933,
setup_path,path_max_fanout,2,
sta,slew_violations,0,
drt,via_per_inst,3.72,
drt,drtPass1Iterations,3,
cells_and_area,final_core_util,0.359,
sta,max_slew.worst_pin.slew,0.334,ns
cells_and_area,syn2layout_area_growth,166,%
sta,fin_crit_sh,0.958,
clock_network,cts_hold_buf,0,
pwr,p_leak,1.56,nW
cells_and_area,stdcell_count,427,
floorplan,core,8760,um2
floorplan,dieWidth,115,um
synthesis,yosysCellCount,146,
pwr,powerDensity,117,nW/um2
drt,drc,0,
drt,vias,1589,
floorplan,die_h,115,um
sta,rsz0062_at_grt,"no",
sta,fin_crit,3.06,ns
synthesis,synth_area_per_cell,8.11,um2
setup_path,worstPathArrival,2.42,ns
synthesis,ys_warn_count,0,
synthesis,syn_area,1180,um2
kinds of logic (layout without fill, tap and decap cells):
group | count (synthesis) | count (layout) | synth area share
buffers and inverters | 0 | 172 | 0
XOR/XNOR | 106 | 106 | 0.784
AND/OR/NAND/NOR | 39 | 39 | 0.209
AND-OR/OR-AND | 1 | 1 | 0.00634
other | 0 | 1 | 0
cell usage in the layout (no fill, tap or decap):
cell	count
dlygate4sd2_1	63
buf_4	58
xor2_1	54
xnor2_1	34
dlymetal6s2s_1	31
clkdlybuf4s50_1	18
xor2_2	15
nor4_2	13
nand4_1	12
nor4_1	5
xnor2_2	3
nand3_1	2
and3_1	2
diode_2	1
nor3_4	1
nor3_1	1
nor4_4	1
nor4b_4	1
or4_1	1
o31ai_1	1
clkdlybuf4s15_1	1
clkbuf_2	1
metal layers:
layer  global-route usage  vias to the layer above  wire (um)
li1                     -                      849          -
met1                0.116                      685       2660
met2                0.166                       55       3320
met3               0.0264                        0        499
met4                    0                        0          0
met5                    0                        -          0
area by class of cell:
cell class	instances	area [um2]	area share
Timing Repair Buffer	172	1570	0.499
Antenna cell	1	2.50	0.000796
Multi-Input combinational cell	146	1440	0.457
Tap cell	108	135	0.0430
power by group:
part / internal (mW) / switching (mW)
logic: 0.216 / 0.152
clock network: 0.0000000418 / 0
registers: 0 / 0
total: 0.216 / 0.152
synth_stat cells (all sizes together):
master | count | area [um2]
xor2 | 69 | 604
or4 | 1 | 7.51
and3 | 2 | 12.5
nand3 | 2 | 10.0
nor4 | 19 | 119
xnor2 | 37 | 324
nand4 | 12 | 75.1
o31ai | 1 | 7.51
nor4b | 1 | 8.76
nor3 | 2 | 15.0
path summary, 6_finish.rpt:
kind / from / endpoint / slack (ns) / depth (start not counted)
setup / recovery: rtAddr[4] / zero / 0.14 / 8
hold / removal: Branch / zero / 1.94 / 3
what timing repair did:
item / 4_1_cts / 5_1_grt
hold endpoints to repair: 0 / 0
resized: 91 / 44
endpoints found under the setup margin: 1 / 1
pin swaps: 34 / 21
critical path: cells and delay by family:
family / cells / cell delay [ns]
AND/OR/NAND/NOR: 5 / 1.13
XOR/XNOR: 1 / 0.15
buffers and inverters: 2 / 0.51
stage by stage:
step	area (um2)	total power, mW	TNS (ns)	hold slack [ns]	setup WS (ns)
6_report	3140	0.369	0	1.94	0.136
5_1_grt	3140	0.401	0	1.99	0.000144
4_1_cts	2990	0.369	0	2.08	0.000984
3_5_place_dp	2900	0.371	-0.543	2.23	-0.543
3_3_place_gp	2900	0.372	-0.557	2.27	-0.557
2_1_floorplan	1180	0.108	0	1.37	0.809
Power and IR drop assume default switching activity.

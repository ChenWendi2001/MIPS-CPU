===== config.mk =====
export PLATFORM = sky130hd
export DESIGN_NAME = ALU
export DESIGN_NICKNAME = ALU
export VERILOG_FILES = /design/flow/design.v
export SDC_FILE = /design/flow/constraint.sdc
export NUM_CORES = 4
export LEC_CHECK = 1
export CORE_UTILIZATION = 50

===== constraint.sdc =====
current_design ALU

set clk_period 29.5
set clk_io_pct 0.2

create_clock -name clk0 -period $clk_period

set non_clock_inputs [all_inputs -no_clocks]
set_input_delay [expr $clk_period * $clk_io_pct] -clock clk0 $non_clock_inputs
set_output_delay [expr $clk_period * $clk_io_pct] -clock clk0 [all_outputs]

===== design.v =====
`timescale 1ns / 1ps
module ALU(
    input [31:0] input1,
    input [31:0] input2,
    input [3:0] aluCtr,
    output reg zero,
    output reg [31:0] aluRes,
    output reg overflow
    );
    reg [31:0] temp;
    always @(input1 or input2 or aluCtr) 
    begin
        overflow = 0;
        case (aluCtr)
            4'b0000:     
                aluRes = input1 & input2;
            4'b0001:     
                aluRes = input1 | input2;
            4'b0010:     
                begin
                    aluRes = input1 + input2;
                    if ((input1[31]) == (input2[31]) && (input1[31]) != (aluRes[31]))
                        overflow = 1;
                    else
                        overflow = 0;
                end
            4'b0110:     
                begin
                    aluRes = input1 - input2;
                    temp = (~input2)+1;
                    if ((input1[31]) == (temp[31]) && (input1[31]) != (aluRes[31]))
                        overflow = 1;
                    else
                        overflow = 0;
                end
            4'b0111:     
                begin
                    if ($signed(input1) < $signed(input2))
                        aluRes = 1;
                    else 
                        aluRes = 0;
                end
            4'b0011:     
                aluRes = (input2 << input1);
            4'b0100:     
                aluRes = (input2 >> input1);
            4'b1001:     
                aluRes = (input1 ^ input2);
            4'b0101:     
                aluRes = ~(input1 | input2);
            4'b1010:     
                aluRes = input1 + input2;
            4'b1110:     
                aluRes = input1 - input2;
            4'b1111:     
                begin
                    if (input1 < input2)
                        aluRes = 1;
                    else 
                        aluRes = 0;
                end
            4'b1000:     
                aluRes = ($signed(input2) >>> input1);
            4'b1100:     
                aluRes = (input2<<16);
            default:
                aluRes = 0;
        endcase
        if(aluRes == 0)
            zero = 1;
        else
            zero = 0;
    end
endmodule  

===== run.sh =====
#!/bin/bash
# OpenROAD 26Q1-2900-gdf79404cd8, Yosys 0.63+post, stock flow scripts
make -C /OpenROAD-flow-scripts/flow DESIGN_CONFIG=/design/flow/config.mk WORK_HOME=/design/flow/orfs finish

==> results_slide.txt <==
Physical Implementation Snapshot

Global route
  – Overall routing resource usage: 52.72%
  – Vias in the first global route: 13.67k
  – First-pass GRT wire length: 89.49 mm
  – Initial antenna violation count: 6
  – Largest net degree at the start of global routing: 61
  – Grt ovf: 0

Cells and area
  – Clock buffers: 0
  – FF/Latch Area: 0 sq um
  – Final instance count without filler cells: 1,912
  – Syn-to-layout area delta: 9.276%
  – Final core occ: 56.12%
  – Seq Cell Count: 0
  – Share of cells above drive strength 1: 10.13%

Routing
  – Met2 wire len: 24.54 mm
  – WL met3: 9.074 mm
  – Final Routed Wirelength: 61.06 mm
  – Top Metal Used: met5
  – Vias post-DR: 14.62k
  – DRT antenna net count: 0
  – WL met1: 22.38 mm
  – Number of remaining DRC errors: 0
  – Wirelength per Cell: 31.94 microns
  – Initial DRC count: 2,220
  – Drt first pass iters: 26
  – DR vias/cell: 7.646

Power
  – Worst IR Drop VDD: 0.01593 mV
  – Power density of the placed cells: 20.19 mW/mm^2
  – Leak pwr: 4.794 nW

Setup path
  – Worst path cell trace: clkdlybuf4s50_1 -> inv_1 -> ha_1 -> nand2_1 -> a2111oi_0 -> o31ai_1 -> o31ai_1 -> xor2_1 -> a2111o_1 -> or4bb_1 -> or4_1 -> or4_1 -> or4b_1 -> nor4_2 -> clkdlybuf4s50_1
  – Max incr delay on CP: 1.10 ns
  – WP data arrival: 12.28 ns
  – Crit path buf inv count: 3
  – CP max FO: 12
  – Worst path top cell family by delay: simple AND/OR/NAND/NOR gates
  – CP max stage cell: clkdlybuf4s50_1
  – Critical Setup Path Class: primary input to output pin
  – Required time worst endpoint: 23.60 ns
  – Startpoint Class: primary input
  – Crit. End Element: output pin
  – Critical path startpoint: input2[5]

Flow run
  – Log Warnings: 97
  – Max-capacitance violation count: 0

Yosys
  – Top cells by count: nand2_1 (152), nor2_1 (143), a21oi_1 (116)
  – Synth warn: 1
  – Synth top area share: 10.65%
  – Post-synth seq share: 0%
  – Yosys chip area: 0.01128 sq mm
  – Mapped cell area: 0.01128 sq mm
  – Syn Inst Count: 1,636
  – Top cells, area: ha_1 (11%), mux4_2 (8.8%), mux2i_1 (6.3%), a21oi_1 (5.1%), nand2_1 (5.1%)
  – Most common cell in the netlist: nand2_1
  – Yosys cell count: 1,636
  – Synth area leader: ha_1
  – Synthesized area per cell: 6.893 sq um
  – Netlist cell types: 95

Final timing
  – Crit path time final: 18.18 ns
  – Final hold violations: 0
  – Worst slew pin tran: 0.9615 ns
  – Setup TNS Final: 0 ns
  – RSZ-0062 raised after global routing: false
  – Cycle use final: 61.64%
  – Max Slew Vio Count: 0
  – Fmax: 0.05500 GHz
  – Final count of negative-setup-slack endpoints: 0
  – Rel. slew slack: 35.70%

Placed design
  – Final HPWL from detailed placement: 46.12 mm
  – Gp weighted congestion: 1.167
  – Placed Instances: 1,909
  – Port buffer count: 102

Floorplan
  – Ports: 102
  – Area of the core: 0.02196 sq mm
  – Pre-Place Util: 51.36%
  – Die H: 152.2 microns
  – Die ar.: 0.02316 sq mm
  – Row count: 54
  – Die width: 152.2 microns

Min path
  – WHS Endpoint: aluRes[1]
  – Worst hold path startpoint: input1[2]
  – Worst hold path class: primary input to output pin
  – WHS Path Cells: 5

CTS
  – Post-CTS Hold Buffers: 0
  – Post-CTS sizing: 0
  – Post-CTS Setup Repair Bufs: 0

Outcome
  – Outcome: completed
## metal layers
| layer | track usage (%) | vias to the layer above |
|---|---|---|
| met5 | 2.899 | - |
| met4 | 32.80 | 12 |
| met3 | 20.37 | 325 |
| met2 | 74.04 | 1343 |
| met1 | 67.89 | 6691 |
| li1 | - | 6249 |
## area by class of cell
class	count	area [sq um]
multi-input cells	1386	10240
fillers	2103	9635
repair buffers	154	1386
well taps	280	350.3
inverters	89	334.1
diodes	3	7.507
## cells in the final DEF, fill, tap and decap left out, drive strengths merged, types with 25 or more instances in the layout
cell type | netlist | layout
a211oi | 31 | 31
a21oi | 117 | 117
a31oi | 26 | 26
buf | 51 | 58
clkdlybuf4s50 | 0 | 96
ha | 96 | 96
inv | 87 | 87
mux2 | 32 | 32
mux2i | 71 | 71
mux4 | 47 | 47
nand2 | 152 | 152
nand3 | 36 | 36
nor2 | 144 | 144
nor3 | 60 | 60
o211ai | 29 | 29
o21ai | 109 | 109
o22ai | 25 | 25
## worst min-delay path, cell delays in order
cell and delay, ns:
buf_4 0.16, nor3_1 0.13, a211oi_1 0.24, o2111ai_1 0.25, clkdlybuf4s50_1 0.47
## stage by stage
step	setup WS (ns)	area (sq um)	total power [mW]	hold WS, ns
2_1_floorplan	12.73	11280	0.1474	12.00
3_3_place_gp	11.48	12320	0.2354	13.01
3_5_place_dp	11.51	12320	0.2356	13.02
4_1_cts	11.45	12320	0.2369	13.01
5_1_grt	11.17	12320	0.2591	13.11
6_report	11.32	12320	0.2488	13.07
## worst max-delay path by stage
stage	endpoint	slack, ns	depth (start not counted)
6_report	zero	11.32	15
5_1_grt	zero	11.17	15
4_1_cts	zero	11.45	15
## report_power, final
group	switching (mW)	internal, mW
registers	0	0
clock network	0	0.00000000860
logic	0.156	0.0929
total	0.156	0.0929
## cell families after synthesis
logic type               count (synthesis)  synth area share (%)
multiplexers                           150                 19.18
AND-OR/OR-AND                          564                 34.33
AND/OR/NAND/NOR                        548                 24.14
buffers and inverters                  250                 9.320
adder cells (fa/ha/maj)                 98                 11.01
XOR/XNOR                                26                 2.019
Power is estimated from default activity; no workload was simulated.

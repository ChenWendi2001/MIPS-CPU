<file path="run.sh">
#!/bin/bash
# OpenROAD 26Q1-2900-gdf79404cd8, Yosys 0.63+post, stock flow scripts
make -C /OpenROAD-flow-scripts/flow DESIGN_CONFIG=/design/flow/config.mk WORK_HOME=/design/flow/orfs finish
</file>
<file path="config.mk">
export PLATFORM = sky130hd
export DESIGN_NAME = IDEX
export DESIGN_NICKNAME = IDEX
export VERILOG_FILES = /design/flow/design.v
export SDC_FILE = /design/flow/constraint.sdc
export NUM_CORES = 4
export LEC_CHECK = 1
export CORE_AREA = 10 10 186 186
export DIE_AREA = 0 0 196 196
</file>
<file path="constraint.sdc">
current_design IDEX

set clk_period 1.0
set clk_io_pct 0.2

create_clock -name clk0 -period $clk_period [get_ports {clk}]

set non_clock_inputs [all_inputs -no_clocks]
set_input_delay [expr $clk_period * $clk_io_pct] -clock clk0 $non_clock_inputs
set_output_delay [expr $clk_period * $clk_io_pct] -clock clk0 [all_outputs]
</file>
<file path="design.v">
`timescale 1ns / 1ps
module IDEX(
        input clk,
        input reset,
        input stall,
        input [1:0] ID_WB,
        input [1:0] ID_M,
        input [6:0] ID_EX,
        input [31:0] ID_PC_plus_4,
        input [31:0] ID_signext,
        input [31:0] ID_zeroext,
        input [4:0] ID_rd,
        input [4:0] ID_rs,
        input [4:0] ID_rt,
        input [31:0] ID_rs_data,
        input [31:0] ID_rt_data,
        output reg [1:0] EX_WB,
        output reg [1:0] EX_M,
        output reg [6:0] EX_EX,
        output reg [31:0] EX_PC_plus_4,
        output reg [31:0] EX_signext,
        output reg [31:0] EX_zeroext,
        output reg [4:0] EX_rd,
        output reg [4:0] EX_rs,
        output reg [4:0] EX_rt,
        output reg [31:0] EX_rs_data,
        output reg [31:0] EX_rt_data
    );
    always @(posedge clk)
        if(reset)
        begin
            EX_WB<=0;
            EX_M<=0;
            EX_EX<=0;
            EX_PC_plus_4<=0;
            EX_signext<=0;
            EX_zeroext<=0;
            EX_rd<=0;
            EX_rs<=0;
            EX_rt<=0;
            EX_rs_data<=0;
            EX_rt_data<=0;
        end
        else
        begin
            if (stall)
            begin
                EX_WB<=0;
                EX_M<=0;
                EX_EX<=0;
                EX_PC_plus_4<=0;
                EX_signext<=0;
                EX_zeroext<=0;
                EX_rd<=0;
                EX_rs<=0;
                EX_rt<=0;
                EX_rs_data<=0;
                EX_rt_data<=0;
            end
            else
            begin
                EX_WB<=ID_WB;
                EX_M<=ID_M;
                EX_EX<=ID_EX;
                EX_PC_plus_4<=ID_PC_plus_4;
                EX_signext<=ID_signext;
                EX_zeroext<=ID_zeroext;
                EX_rd<=ID_rd;
                EX_rs<=ID_rs;
                EX_rt<=ID_rt;
                EX_rs_data<=ID_rs_data;
                EX_rt_data<=ID_rt_data;
            end
        end
endmodule
</file>
==> results.cfg <==
; generated from flow reports
[floorplan]
coreArea_mm2 = 0.0306
rows = 64
die_h_um = 196
die_area_mm2 = 0.0384
ios = 375
die_w_um = 196
fp_util_pct = 20.4

[global_route]
use_met3_pct = 4.44
grt_max_degree = 37
grt_pass1_wl_mm = 30.9
antenna_found_initial = 1
grt_pass1_vias = 4664
met2_usage_pct = 17.9
track_usage_pct = 10.6
use_met1_pct = 12.8
busiest_layer = met2
grt_remaining_overflow = 0

[clocking]
clock_sinks = 186
clock_tree.root_cell = clkbuf_16
cts_setup_buffers = 0
cts_hold_buffers = 0
clk_path_buf_depth = 2
cts_max_level = 4
clk_pin_slew_ns = 0.07
numCtsBuffers = 17
cts_tree = done

[power_and_ir_drop]
ir_drop_uv = 1360
net-switching-power_mw = 3.69
power.internal_mw = 12.8
switching_share_pct = 22.3
power_frac_seq_pct = 47.1
p_per_area_mw_per_mm2 = 1610
leakage_nw = 4.30
pwr-share-comb_pct = 11.4
p_clk_share_pct = 41.5
power_mw = 16.5

[yosys]
simple_gate_share_pct = 33.6
syn_avg_cell_area_um2 = 15.1
synth_warnings = 1
synthAoiAreaFrac_pct = 0
ys_area_mm2 = 0.00624
top_cells_by_area = dfxtp_1, nor3b_2, buf_6, nor3b_1, buf_2
mux_area_share_pct = 0
ys_top_logic_family = simple AND/OR/NAND/NOR gates
synth-edff-count = 0
ys.flops = 186
syn_area_mm2 = 0.00624
synth.distinct_cells = 5
xor_share_pct = 0
yosys.area.top_type_share_pct = 59.7
ys_cells = 414
synth_cells = 414
yosys.area.top_type = dfxtp_1
ys_seq_share_pct = 59.7
synthArstFlopShare_pct = 0
flop_cell = dfxtp_1
most_common_cell = dfxtp_1
synth.cells.most_frequent = dfxtp_1, nor3b_2, nor3b_1, buf_6, buf_2
ys_sh_adder_pct = 0

[final_timing]
finalCriticalPeriod_ns = 1.07
setup_viol = 186
holdWs_ns = 0.0387
setup_tns_ns = -8.23
fin_ws_ns = -0.0694
fmax_ghz = 0.935
finalClockPeriodUsage_pct = 107
worst_pin_slew_ns = 0.377
slew_violations = 0
relSlewSlack_pct = 74.7
rsz0062_at_grt = true
hold_violations = 0

[place]
dp_hpwl_mm = 16.7
dpl_cell_area_mm2 = 0.0106
port_buffers = 374
place.gp.congestion = 0.801

[cells_and_area]
combGateArea_mm2 = 0.00210
nFillCells = 3078
drive_gt1_share_pct = 53.4
final_area_mm2 = 0.0103
ff_latch_area_mm2 = 0.00377
syn2layout_area_growth_pct = 65.0
final_core_utilization_pct = 33.6

[critical_path]
cp.arrival_ns = 0.87
setup.worst_path.start_class = flip-flop
path_cells = buf_2
timing_worst_setup_path_type = flip-flop to output port
critPathSlowestCell = dfxtp_2
path_delay_family = flip-flops
crit_fanout = 1
cp.required_ns = 0.80
critical-path-max-stage-delay_ns = 0.32
crit_path_end_kind = output port
critical_path_buf_inv_count = 1

[flow_run]
warnings = 27
cap_violations = 0

[drt]
ant_nets = 0
drtIter0Drc = 146
drc = 0
firstDrtPassIters = 4
routed_wl_mm = 21.2
post_drt_wl_per_cell_um = 17.5
vias_per_cell = 3.66
n_antenna_cell = 0
via_count = 4447

[run_status]
status = complete, but fails checks
violations = setup timing

[hold_path]
hp-class = input port to flip-flop
==> per-stage QoR <==
stage	std cells	setup WS, ns
after CTS	1215	-0.114
after floorplan	414	0.178
after global routing	1215	-0.122
after detailed placement	1183	-0.503
final	1215	-0.0694
after global placement	1183	-0.529
==> routing by layer <==
| metal | wire length [um] | up-vias |
|---|---|---|
| li1 | - | 2192 |
| met1 | 8200 | 2058 |
| met2 | 10700 | 186 |
| met3 | 2040 | 11 |
| met4 | 260 | 0 |
| met5 | 0 | - |
==> state kept, by name, summed over array words and instances (netlist names) <==
signal,count
EX_EX,7
EX_M,2
EX_PC_plus_4,32
EX_WB,2
EX_rd,5
EX_rs,5
EX_rs_data,32
EX_rt,5
EX_rt_data,32
EX_signext,32
EX_zeroext,32
==> power by group through the flow <==
| stage | combinational, mW | sequential, mW | clock, mW |
|---|---|---|---|
| global route | 2.05 | 7.80 | 7.43 |
| CTS | 1.93 | 7.77 | 7.16 |
| finish | 1.89 | 7.78 | 6.86 |
==> what timing repair did <==
action                     CTS  global route
hold endpoints to repair     0             0
cloned                       0             0
setup endpoints to repair  187           186
resized                    650            20
==> worst paths after layout <==
check	from	endpoint	slack (ns)	cells after the start
worst max-delay path	EX_rt_data[0]	EX_rt_data[0]	-0.07	1
worst min-delay path	stall	EX_zeroext[18]	0.04	2
==> layout make-up <==
| cell class | instances | area share (%) |
|---|---|---|
| Sequential cell | 186 | 36.6 |
| Timing Repair Buffer | 415 | 32.4 |
| Multi-Input combinational cell | 186 | 20.4 |
| Tap cell | 396 | 4.81 |
| Clock buffer | 20 | 4.44 |
| Clock inverter | 12 | 1.31 |
==> cells in the final DEF, fill, tap and decap left out, drive strengths merged <==
master,count
buf,227
dfxtp,186
nor3b,186
clkinvlp,1
clkinv,5
inv,4
clkbuf,22
clkdlybuf4s50,186
bufinv,2
==> logic make-up (layout without fill, tap and decap cells) <==
group	Yosys count	count (layout)
flip-flops	186	186
buffers and inverters	42	447
AND/OR/NAND/NOR	186	186
Power and IR drop assume default switching activity.
